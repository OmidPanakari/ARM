## flow/design.v

```verilog
module SRAM (
    clk,
    SRAM_UB_N,
    SRAM_LB_N,
    SRAM_WE_N,
    SRAM_CE_N,
    SRAM_OE_N,
    SRAM_DQ,
    SRAM_ADDR
);
    input SRAM_UB_N, SRAM_LB_N, SRAM_WE_N, SRAM_CE_N, SRAM_OE_N, clk;
    inout [15:0] SRAM_DQ;
    input [17:0] SRAM_ADDR;
    reg [15:0] data [0:1023];
    assign SRAM_DQ = SRAM_WE_N ? data[SRAM_ADDR] : 16'bz;
    always @(posedge clk) begin
        if (SRAM_WE_N == 1'b0) begin
            data[SRAM_ADDR] <= SRAM_DQ;
        end
    end
endmodule
```

## flow/run.sh

```bash
#!/bin/bash
# OpenROAD 26Q1-2900-gdf79404cd8, Yosys 0.63+post, stock flow scripts
make -C /OpenROAD-flow-scripts/flow DESIGN_CONFIG=/design/flow/config.mk WORK_HOME=/design/flow/orfs finish
```

## flow/constraint.sdc

```tcl
current_design SRAM

set clk_period 85.2
set clk_io_pct 0.2

create_clock -name clk0 -period $clk_period [get_ports {clk}]

set non_clock_inputs [all_inputs -no_clocks]
set_input_delay [expr $clk_period * $clk_io_pct] -clock clk0 $non_clock_inputs
set_output_delay [expr $clk_period * $clk_io_pct] -clock clk0 [all_outputs]
```

## flow/config.mk

```make
export PLATFORM = sky130hd
export DESIGN_NAME = SRAM
export DESIGN_NICKNAME = SRAM
export VERILOG_FILES = /design/flow/design.v
export SDC_FILE = /design/flow/constraint.sdc
export NUM_CORES = 4
export LEC_CHECK = 1
export CORE_UTILIZATION = 50
export SYNTH_MEMORY_MAX_BITS = 65536
```

==> flow_summary.json <==
{
  "yosys.area_share.xor_xnor": 0,
  "synth_warnings": 2,
  "adder_share": 0,
  "gp_congestion": 0.921,
  "area_leaders": "edfxtp_1 (79%), mux2i_1 (9.0%), mux4_2 (4.8%)",
  "dpl-instance-area_sq_um": 657000,
  "ff_type": "edfxtp_1",
  "syn_area_per_cell_sq_um": 19.6,
  "dpl.hpwl_um": 1120000,
  "die_y_um": 1120,
  "synthTopLogicFamily": "multiplexers",
  "clock-sinks": 16400,
  "outcome": "stopped before the end",
  "post_cts_resized": 0,
  "aoi_share": 0.0396,
  "netlist_area_sq_um": 626000,
  "edf_count": 16400,
  "simple_gate_area_frac": 0.0206,
  "post_cts_buffers": 0,
  "io_pins": 40,
  "ys_types": 70,
  "ctsHoldBuffers": 0,
  "synth.most_common_cell": "edfxtp_1",
  "synthCells": 31900,
  "cts_root_buf": "clkbuf_16",
  "async_reset_ff_frac": 0,
  "synth_top_cell_by_area": "edfxtp_1",
  "cts_buffers": 1723,
  "fp.dieW_um": 1120,
  "muxShareOfSynthArea": 0.139,
  "clock_tree.buffer_depth": 6,
  "ys.flops": 16400,
  "yosys-stat-cells": 31900,
  "initial_core_util": 0.502,
  "yosys.area.top_type_share": 0.786,
  "failing_step": "clock tree synthesis (4_1_cts)",
  "row_count": 410,
  "htreeDepth": 7,
  "top_cells_by_count": "edfxtp_1 (16.4k), mux2i_1 (5655), o22ai_1 (2331)",
  "ys_area_sq_um": 626000,
  "ys_seq_share": 0.786,
  "tool.error": "[error] [KeplerFormal.cpp:679] Workflow failed: Iso has multiple drivers: .SRAM_DQ12, place3879.X0",
  "port_buffers": 11
}
## cells by family after synthesis
family	count (synthesis)
simple gates	2776
buf+inv	1987
mux	7025
compound gates	3766
flops	16400
## per-stage QoR
step	power [mW]	setup slack, ns	cells
global placement	10.7	40.74	49100
detailed placement	10.7	40.72	49100
floorplan	10.3	33.66	31900
Power is estimated from default activity; no workload was simulated.
